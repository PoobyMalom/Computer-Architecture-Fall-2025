==> flow/config.mk <==
export PLATFORM = sky130hd
export DESIGN_NAME = top
export DESIGN_NICKNAME = top
export VERILOG_FILES = /design/flow/design.v
export SDC_FILE = /design/flow/constraint.sdc
export NUM_CORES = 4
export LEC_CHECK = 1
export CORE_UTILIZATION = 50
==> flow/constraint.sdc <==
current_design top

set clk_period 2.2
set clk_io_pct 0.2

create_clock -name clk0 -period $clk_period [get_ports {clk}]

set non_clock_inputs [all_inputs -no_clocks]
set_input_delay [expr $clk_period * $clk_io_pct] -clock clk0 $non_clock_inputs
set_output_delay [expr $clk_period * $clk_io_pct] -clock clk0 [all_outputs]
==> flow/design.v <==
module cycle #(
    parameter INC_DEC_INTERVAL = 12000,      
    parameter INC_DEC_MAX = 300,             
    parameter PWM_INTERVAL = 1200,           
    parameter INC_DEC_VAL = PWM_INTERVAL / INC_DEC_MAX,
    parameter START_STATE = 0
)(
    input logic clk, 
    output logic [$clog2(PWM_INTERVAL) - 1:0] pwm_value
);
    localparam PWM_INC = 3'b000;
    localparam PWM_DEC = 3'b001;
    localparam PWM_HLD_HI1 = 3'b010;
    localparam PWM_HLD_HI2 = 3'b011;
    localparam PWM_HLD_LOW1 = 3'b100;
    localparam PWM_HLD_LOW2 = 3'b101;
    logic [2:0] current_state;
    logic [2:0] next_state;
    logic [$clog2(INC_DEC_INTERVAL) - 1:0] count = 0;
    logic [$clog2(INC_DEC_MAX) - 1:0] inc_dec_count = 0;
    logic time_to_inc_dec = 1'b0;
    logic time_to_transition = 1'b0;
    initial begin
        if (START_STATE == PWM_HLD_HI1 || START_STATE == PWM_HLD_HI2) begin
            pwm_value = 1200;
        end else begin
            pwm_value = 0;
        end
        current_state = START_STATE;   
    end
    always_ff @(posedge time_to_transition)
        current_state <= next_state;
    always_comb begin
        next_state = 3'bx;
        case (current_state)
            PWM_INC:
                next_state = PWM_HLD_HI1;
            PWM_HLD_HI1:
                next_state = PWM_HLD_HI2;
            PWM_HLD_HI2:
                next_state = PWM_DEC;
            PWM_DEC:
                next_state = PWM_HLD_LOW1;
            PWM_HLD_LOW1:
                next_state = PWM_HLD_LOW2;
            PWM_HLD_LOW2:
                next_state = PWM_INC;
        endcase
    end
    always_ff @(posedge clk) begin
        if (count == INC_DEC_INTERVAL - 1) begin
            count <= 0;
            time_to_inc_dec <= 1'b1;
        end
        else begin
            count <= count + 1;
            time_to_inc_dec <= 1'b0;
        end
    end
    always_ff @(posedge time_to_inc_dec) begin
        case (current_state)
            PWM_INC:
                pwm_value <= pwm_value + INC_DEC_VAL;
            PWM_DEC:
                pwm_value <= pwm_value - INC_DEC_VAL;
            PWM_HLD_HI1:
                pwm_value <= pwm_value;
            PWM_HLD_HI2:
                pwm_value <= pwm_value;
            PWM_HLD_LOW1:
                pwm_value <= pwm_value;
            PWM_HLD_LOW2:
                pwm_value <= pwm_value;
        endcase
    end
    always_ff @(posedge time_to_inc_dec) begin
        if (inc_dec_count == INC_DEC_MAX - 1) begin
            inc_dec_count <= 0;
            time_to_transition <= 1'b1;
        end
        else begin
            inc_dec_count <= inc_dec_count + 1;
            time_to_transition <= 1'b0;
        end
    end
endmodule
module pwm #(
    parameter PWM_INTERVAL = 1200        
)(
    input logic clk,  
    input logic [$clog2(PWM_INTERVAL) - 1:0] pwm_value, 
    output logic pwm_out
);
    logic [$clog2(PWM_INTERVAL) - 1:0] pwm_count = 0;
    always_ff @(posedge clk) begin
        if (pwm_count == PWM_INTERVAL - 1) begin
            pwm_count <= 0;
        end
        else begin
            pwm_count <= pwm_count + 1;
        end
    end
    assign pwm_out = (pwm_count > pwm_value) ? 1'b0 : 1'b1;
endmodule
module top #(
  parameter PWM_INTERVAL = 1200
)(
  input logic clk,
  output logic RGB_R,
  output logic RGB_G,
  output logic RGB_B
);
    logic [$clog2(PWM_INTERVAL) - 1:0] pwm_value_r;
    logic [$clog2(PWM_INTERVAL) - 1:0] pwm_value_g;
    logic [$clog2(PWM_INTERVAL) - 1:0] pwm_value_b;
    logic pwm_out_r;
    logic pwm_out_g;
    logic pwm_out_b;
    cycle #(
        .INC_DEC_INTERVAL (6000),
        .INC_DEC_MAX      (300),
        .PWM_INTERVAL     (PWM_INTERVAL),
        .START_STATE      (3)
    ) u1r (
        .clk            (clk), 
        .pwm_value      (pwm_value_r)
    );
    cycle #(
        .INC_DEC_INTERVAL (6000),
        .INC_DEC_MAX      (300),
        .PWM_INTERVAL     (PWM_INTERVAL),
        .START_STATE      (0)
    ) u1g (
        .clk            (clk), 
        .pwm_value      (pwm_value_g)
    );
    cycle #(
        .INC_DEC_INTERVAL (6000),
        .INC_DEC_MAX      (300),
        .PWM_INTERVAL     (PWM_INTERVAL),
        .START_STATE      (4)
    ) u1b (
        .clk            (clk), 
        .pwm_value      (pwm_value_b)
    );
    pwm #(
        .PWM_INTERVAL   (PWM_INTERVAL)
    ) u2 (
        .clk            (clk), 
        .pwm_value      (pwm_value_r), 
        .pwm_out        (pwm_out_r)
    );
    pwm #(
        .PWM_INTERVAL   (PWM_INTERVAL)
    ) u3 (
        .clk            (clk), 
        .pwm_value      (pwm_value_g), 
        .pwm_out        (pwm_out_g)
    );
    pwm #(
        .PWM_INTERVAL   (PWM_INTERVAL)
    ) u4 (
        .clk            (clk), 
        .pwm_value      (pwm_value_b), 
        .pwm_out        (pwm_out_b)
    );
    assign RGB_R = ~pwm_out_r;
    assign RGB_G = ~pwm_out_g;
    assign RGB_B = ~pwm_out_b;
endmodule
==> flow/run.sh <==
#!/bin/bash
# OpenROAD 26Q1-2900-gdf79404cd8, Yosys 0.63+post, stock flow scripts
make -C /OpenROAD-flow-scripts/flow DESIGN_CONFIG=/design/flow/config.mk WORK_HOME=/design/flow/orfs finish
==> deck_impl_summary.md <==
Key Metrics from the Run

Worst setup path
  – Worst path required time: 1.76 ns
  – Max incr delay on CP: 0.33 ns
  – Crit path cell chain: ha_4, nor2b_4, o21a_1, o21a_1, o21ai_2, a31oi_1, buf_2
  – Worst reg2reg path startpoint: u2.pwm_count[8]
  – R2R Path End: u2.pwm_count[0]
  – Critical Path Most Common Cell: o21a_1
  – CP Max Fanout: 2
  – Worst Setup SP: u2.pwm_count[3]
  – Critical path's slowest cell: dfxtp_2
  – Reg2reg setup slack: 0.41 ns
  – Setup crit end kind: output port
  – Worst reg2reg path depth: 6
  – Worst EP arrival: 1.66 ns
  – Kind of critical path: reg -> out
  – CP Capture Point: RGB_R
  – Worst setup SP type: register

Final timing
  – Minimum clock period: 2.10 ns
  – Max Clock Freq: 0.475 GHz
  – Crit path setup slack, layout: 0.0956 ns
  – Unrepaired setup endpoints after global routing: true
  – Cycle use final: 95.7%
  – Final setup vio count: 0
  – Rel. slew slack: 49.0%
  – Register pins left without a clock: 66
  – Slew @ Worst Pin: 0.762 ns
  – Setup TNS: 0 ns
  – Max-slew violation count: 0
  – Clk_skew: 0.00440 ns
  – Final hold vios: 0
  – Endpoints left unconstrained: 93

Job
  – Tool Warnings: 29
  – Number of max-cap violations: 0

Layout
  – Final design utilization: 58.2%
  – Share of cells above drive strength 1: 9.96%
  – Area growth syn-to-layout: 12.1%
  – Final std cells w/o fill: 895
  – Fillers: 1,035

CTS
  – CTS buffer count: 9
  – Clock-pin transition on the worst setup and hold timing paths: 0.06 ns
  – Root Buffer: clkbuf_16
  – Post-CTS Hold Buffers: 0
  – # H-tree levels: 3
  – Insertion Delay late pin: 0.33 ns
  – CTS tree: built
  – Max Buffers Root-to-Sink: 2

Detailed routing
  – Initial detailed-routing violation count: 165
  – DRC: 0
  – Initial DRT Pass Iterations: 5
  – Total wire length: 10,100 um
  – Vias: 4,548
  – Via density: 5.08
  – Post-route ant nets: 0
  – DR WL/cell: 11.3 um
  – Antenna cell count: 0

Power
  – Sequential share of power: 49.5%
  – Final total power: 2.74 mW
  – Switch share: 21.1%
  – Clock share of power: 50.5%
  – Leakage power: 2.98 nW
  – Net Sw Power: 578 uW
  – Power per cell area: 368 nW/um2
  – VDD IR max: 0.000359 V
  – Pint: 2.16 mW
  – Combinational power share: 0%

Die
  – Die H: 117 um
  – Total core area: 12,800 um2
  – Standard-cell rows: 41
  – Fp util: 51.9%
  – Number of I/O pins: 4
  – Total Die Area: 13,700 um2
  – Die X: 117 um

Logic synthesis
  – Synth top area share: 34.4%
  – Cell Type Count: 45
  – Syn Area/Cell: 9.65 um2
  – Post-synth top area cell: dfxtp_1
  – Post-synthesis async set-or-reset flop share: 0%
  – Post-synthesis cell area: 6630 um2
  – Flops after synth: 141
  – Share of the yosys chip area belonging to registers: 46.7%
  – Yosys Instances: 687
  – Commonest flop: dfxtp_1
  – Post-synth EDFFs: 27
  – Yosys warning tally: 4
  – Yosys stat area: 6630 um2
  – Gate count of the mapped netlist: 687
  – Top cells by area: dfxtp_1, edfxtp_1, ha_1

Worst hold path
  – Worst Hold Path Cells: 1
  – Worst Hold Class: reg -> reg

Placed design
  – HPWL after DPL: 7430 um
  – Port Buf Inserts: 3
  – DP Worst Slack: 0.0297 ns
  – Routability cong.: 0.834
  – Placed cells: 875

GRT
  – Vias in the first global route: 4,244
  – Initial antenna violation count: 0
  – Total track usage: 16.8%
  – GRT Residual Overflow: 0
  – Largest net degree at the start of global routing: 20
  – First-pass GRT wire length: 18,200 um

Outcome
  – Status: complete, no violations
registers in the layout, summed over array words and instances, names as in the netlist, 3 cells and up:
signal             cells
u1b.current_state      3
u4.pwm_count          11
u1r.count             13
u1g.current_state      3
u1b.pwm_value          9
u1r.inc_dec_count      9
u1g.count             13
u1g.pwm_value          9
u1b.inc_dec_count      9
u1r.current_state      3
u1b.count             13
u2.pwm_count          11
u3.pwm_count          11
u1g.inc_dec_count      9
u1r.pwm_value          9
cell families (layout without fill, tap and decap cells):
group | count (synthesis) | count (layout) | share of synthesized area [%]
compound gates | 64 | 64 | 6.25
buf+inv | 56 | 92 | 3.19
mux | 7 | 7 | 1.08
fa+ha+maj | 43 | 43 | 8.12
simple gates | 274 | 274 | 21.2
xor+xnor | 102 | 102 | 13.5
flops | 141 | 141 | 46.7
repair_timing:
action	4_1_cts	5_1_grt
buffers inserted	3	1
pin swaps	15	12
resized	33	2
setup endpoints to repair	3	3
worst max-delay path, delay by kind of cell (launching register included):
family | cells | cell delay, ns
DFF | 1 | 0.33
adders and majority gates | 1 | 0.23
and+or+nand+nor | 1 | 0.12
AOI/OAI and AO/OA | 4 | 0.54
buffers and inverters | 1 | 0.11
layer usage:
layer  track usage (%)  up-vias  share of wire [%]
met1              27.2     2065                 54
li1                  -     2432                  -
met2              25.8       45                 43
met3              2.46        6                2.4
met4              1.77        0               0.78
met5                 0        -                  0
worst min-delay path by stage:
stage,start,endpoint
after CTS,u1b.count[0],u1b.count[0]
after global routing,u1b.count[0],u1b.count[0]
final,u1b.count[0],u1b.count[0]
placed cells by master, fill, tap and decap left out, types with 4 or more instances in the layout:
master     count
dfxtp_2        4
o21ai_0       11
nor3_1        19
a31oi_1        6
mux2i_1        6
nor2b_1        9
nor2_1        79
a21oi_1       13
nand2_1       32
ha_4           6
nor4_1         6
nand3_1       55
o21a_1         6
inv_1         47
nand4b_1       4
nand4_1       14
clkbuf_16      9
or3_1          7
edfxtp_1      27
and3_1        23
ha_1          37
xor2_1        44
dfxtp_1      107
buf_4         25
a21o_1         9
xnor2_1       58
nand2b_1       8
Yosys cell counts (7+ instances only):
library cell and number:
xor2_1 44, nand2_1 32, a21o_1 9, and3_1 23
inv_1 47, edfxtp_1 27, nor2b_1 12, nor2_1 79
clkbuf_1 7, nand2b_1 8, nand3_1 55, ha_1 43
nor3_1 19, o21ai_0 14, dfxtp_1 114, or3_1 7
nand4_1 14, a21oi_1 16, xnor2_1 58
stage by stage:
stage | area (um2) | hold WS, ns
finish | 7430 | 0.445
global route | 7430 | 0.466
CTS | 7420 | 0.446
detailed placement | 7000 | 0.436
global placement | 7000 | 0.431
floorplan | 6630 | 0.413
layout make-up:
cell class | instances | area [um2] | area share [%]
multi-input combinational | 490 | 3430 | 46.2
sequential | 141 | 3110 | 41.9
clock buffer | 10 | 239 | 3.22
tap | 172 | 215 | 2.90
timing repair buffer | 28 | 203 | 2.73
inverter | 48 | 180 | 2.43
clock inverter | 6 | 47.5 | 0.640
power by group through the flow:
stage / clock (mW) / sequential (mW) / combinational, mW
CTS: 1.43 / 1.35 / 0.00000160
global route: 1.48 / 1.35 / 0.00000161
finish: 1.38 / 1.35 / 0.00000161
Power and IR drop assume default switching activity.
